==> flow/design.v <==
`timescale 1ns / 1ps
module frame_generator(
    input            CLK,
    input            RST,
    input            START,
    input [10:0]     W,
    input [10:0]     H,
    input [2:0]      W_pause,
    input [6:0]      H_pause,
    input [31:0]     FRAME_pause,
    input            EN_I,
    output reg       H_SYNC = 1,
    output reg       V_SYNC = 1,
    output reg       EN_O = 0,    
    output reg [9:0] DATA = 0    
    );
    reg [10:0] x  = 0;
    reg [10:0] y  = 0;
    reg [2:0]  wp = 0;
    reg [6:0]  hp = 0;
    reg [31:0] f  = 0;
    reg [31:0] numOfFrames = 0;
    reg [4:0] STATE = 0;
    reg       RST_f = 0;
    always @(posedge CLK)
    begin                
        if (EN_I)
        begin    
            if (START) 
            begin
                STATE <= 1;                 
            end    
            if (RST)
            begin   
                RST_f <= 1;
            end
            if (RST_f)
            begin
                STATE <= 6;
                RST_f <= 0;
            end
            case (STATE)
                0:   
                begin
                end
                1:  
                begin                    
                    EN_O <= 0; 
                    x = 0;
                    y = 0;
                    if (wp >= W_pause)
                    begin
                        wp <= 0;
                        STATE <= 2;
                    end
                    if (wp == 0)
                    begin
                        DATA <= DATA + 1;
                        EN_O <= 1;
                        H_SYNC <= 0;
                        V_SYNC = 0;
                    end
                    if (W_pause > 0) wp <= wp + 1;
                end
                2:  
                begin   
                    if (W_pause > 0) wp <= wp + 1;
                    if (wp >= W_pause)
                    begin
                        wp <= 0;
                    end   
                    EN_O <= 0;  
                    if (wp == 0)
                    begin
                        DATA <= DATA + 1;
                        EN_O <= 1;                    
                        x = x + 1;
                        if (x == W)
                        begin
                            x <= 0;
                            y <= y + 1;  
                            if (H_pause != 0)   
                            begin
                                STATE <= 3;
                                EN_O <= 0; 
                                H_SYNC <= 1;
                            end
                        end
                    end
                end
                3:   
                begin          
                    hp = hp + 1;
                    if (hp == H_pause)
                    begin
                        hp <= 0;
                        H_SYNC <= 0;
                        EN_O <= 1;
                        STATE <= 2;
                    end                   
                    if (y == H)                
                    begin
                        V_SYNC  <= 1;
                        EN_O <= 0;
                        H_SYNC <= 1;
                        wp <= 0;
                        STATE <= 4;
                    end
                end
                4:  
                begin
                    f = f + 1;
                    if (f == FRAME_pause)
                    begin
                        f <= 0;
                        STATE <= 5;
                    end
                end
                5:  
                begin
                    numOfFrames <= numOfFrames + 1;
                    STATE <= 1;
                end
                6:  
                begin
                    H_SYNC = 1;
                    EN_O = 0;
                    V_SYNC = 1;
                    DATA = 0;
                    x  = 0;
                    y  = 0;
                    wp = 0;
                    hp = 0;
                    f  = 0;
                    numOfFrames = 0;
                    STATE = 1;
                end
            endcase
        end
        else
        begin
        end
    end
endmodule
==> flow/run.sh <==
#!/bin/bash
# OpenROAD 26Q1-2900-gdf79404cd8, Yosys 0.63+post, stock flow scripts
make -C /OpenROAD-flow-scripts/flow DESIGN_CONFIG=/design/flow/config.mk WORK_HOME=/design/flow/orfs finish
==> flow/config.mk <==
export PLATFORM = sky130hd
export DESIGN_NAME = frame_generator
export DESIGN_NICKNAME = frame_generator
export VERILOG_FILES = /design/flow/design.v
export SDC_FILE = /design/flow/constraint.sdc
export NUM_CORES = 4
export LEC_CHECK = 1
export CORE_UTILIZATION = 50
==> flow/constraint.sdc <==
current_design frame_generator

set clk_period 13.9
set clk_io_pct 0.2

create_clock -name clk0 -period $clk_period [get_ports {CLK}]

set non_clock_inputs [all_inputs -no_clocks]
set_input_delay [expr $clk_period * $clk_io_pct] -clock clk0 $non_clock_inputs
set_output_delay [expr $clk_period * $clk_io_pct] -clock clk0 [all_outputs]
==> impl_metrics.tcl <==
# yosys + openroad results
set metrics [dict create \
    ys_chip_area_mm2 0.006055 \
    hold_depth 1 \
    ys_top_cells_by_area "edfxtp_1, xnor2_1, xor2_1" \
    regToRegEndpoint "f[3]" \
    drtIter0Drc 375 \
    min_period_over_period_pct 40.66 \
    synth_cells 605 \
    routedWlPerCell_um 16.75 \
    cts_setup_buffers 0 \
    outcome "finished clean" \
    drive_above_1_share_pct 8.915 \
    end_kind "flip-flop" \
    drc_errors 0 \
    path_max_fanout 23 \
    dieWidth_um 112.0 \
    drtAntennaViolNets 0 \
    totalWireLength_mm 13.67 \
    worstHoldEndpoint "wp[0]" \
    die_area_mm2 0.01255 \
    drv_cap 0 \
    synth_stat.cells 605 \
    criticalPathCategory "in2reg" \
    clockPowerShare_pct 41.7 \
    ir_drop_v 0.00006833 \
    worstMarginPinSlew_ns 0.7372 \
    timing.slew.headroom_pct 50.52 \
    utilization_pct 61.89 \
    diodes 0 \
    most-common-layout-cells "edfxtp_1, clkdlybuf4s50_1, xnor2_1" \
    worst_setup_path_start_kind "input port" \
    grt_max_degree 41 \
    swShare_pct 22.57 \
    postSynthSeqShare_pct 39.68 \
    ys_ff 80 \
    cts-resized-gates 0 \
    lay_top_count "edfxtp_1" \
    cp_top_family "simple AND/OR/NAND/NOR gates" \
    warning_count 30 \
    routabilityCongestion 0.9392 \
    critical_path.slowest_cell "and4_1" \
    path_clk_slew_ns 0.06 \
    synth.largest_area_cell "edfxtp_1" \
    hold_viol 0 \
    sequentialPowerShare_pct 46.3 \
    period_needed_ns 5.652 \
    holdBufCountCts 0 \
    port_buffers 78 \
    rsz0062_at_grt "false" \
    cp.arrival_ns 5.72 \
    antenna_found_initial 0 \
    mi_logic_area_mm2 0.003415 \
    ff2ff_setup_slack_ns 9.84 \
    clock_latency_ns 0.34 \
    crit_chain "clkdlybuf4s50_1, xor2_1, mux2_2, a2111o_1, a2111oi_0, nand4_1, nor2_1, and4_1, buf_4, nor3_1" \
    p_leak_nw 2.414 \
    flop_cell "edfxtp_1" \
    synth-edff-count 80 \
    maxSlewViolCount 0 \
    nFillCells 946 \
    timing.rr.start "f[13]" \
    p_comb_share_pct 12.0 \
    grt_pass1_vias 4459 \
    grt_pass1_wl_mm 22.52 \
    max_stage_delay_ns 0.49 \
    root_buffer "clkbuf_16" \
    overflow 0 \
    synth_cell_types 60 \
    netlist.area_leader.share_pct 39.68 \
    hold_start "wp[0]" \
    fmax_mhz 176.9 \
    async_flop_share_pct 0 \
    fin_skew_ns 0.007064 \
    critPathRequiredTime_ns 13.97 \
    cts_tree "built" \
    power_mw 0.6090 \
    core_mm2 0.01161 \
    cts_sinks 80 \
    syn_to_final_growth_pct 18.72 \
    setup_violations 0 \
    syn_avg_cell_area_um2 10.01 \
    r2r_cells 9 \
    tns_ns 0 \
    flop_area_mm2 0.002402 \
    yosysWarnings 1 \
    hold_class "reg2reg" \
    rows 39 \
    viasPerCell 5.783 \
    power_density_mw_per_mm2 84.72 \
    cp_num_buf_inv 2 \
    switchingPower_mw 0.1374 \
    ios 81 \
    cts_buffer_depth 2 \
    first_pass_iters 24 \
    die_height_um 112.0 \
    dp.final_hpwl_mm 10.12 \
    p_int_mw 0.4715 \
    cts_made_buffers 9 \
    grt_usage_pct 23.92 \
    vias 4719 \
    htree_num_levels 3 \
    synth.cell_area_mm2 0.006055 \
    initCoreUtil_pct 52.13 \
]
==> metal layers <==
layer	up-vias	routed length, um	track usage, %
met5	-	0	0
met4	0	131	2.222
met3	14	876	5.559
met2	147	5958	34.62
met1	2223	6701	40.51
li1	2335	-	-
==> through the flow <==
| stage | cell area, um2 | hold slack (ns) | std cells | setup WS, ns |
|---|---|---|---|---|
| 5_1_grt | 7188 | 0.6340 | 816 | 8.014 |
| 2_1_floorplan | 6055 | 0.5556 | 605 | 8.783 |
| 3_3_place_gp | 6878 | 0.5785 | 801 | 7.926 |
| 6_report | 7188 | 0.5973 | 816 | 8.248 |
| 3_5_place_dp | 6878 | 0.5917 | 801 | 7.910 |
| 4_1_cts | 7188 | 0.6006 | 816 | 8.264 |
==> power by group through the flow <==
stage	sequential [mW]	clock [mW]	combinational, mW
CTS	0.282	0.259	0.0739
global route	0.283	0.268	0.0810
finish	0.282	0.254	0.0733
==> synth_stat cells (4+ instances only) <==
| cell | n |
|---|---|
| inv_1 | 17 |
| xnor2_1 | 62 |
| nor2b_1 | 7 |
| nor2_1 | 54 |
| and3_1 | 14 |
| nand4_1 | 20 |
| o21ai_0 | 16 |
| a31oi_1 | 4 |
| xor2_1 | 52 |
| xnor3_1 | 7 |
| nand3_1 | 31 |
| a21oi_1 | 16 |
| or3_1 | 6 |
| nand2_1 | 37 |
| a21boi_0 | 5 |
| nor3_2 | 28 |
| nand2b_1 | 4 |
| clkbuf_1 | 11 |
| buf_2 | 11 |
| and2_1 | 13 |
| edfxtp_1 | 80 |
| or4_1 | 4 |
| ha_1 | 11 |
| nor4_1 | 8 |
| and4_1 | 9 |
| nor3_1 | 25 |
==> how the worst max path moves through the flow <==
stage / slack, ns / depth (start not counted) / end / from
finish: 8.25 / 10 / f[3] / FRAME_pause[3]
global route: 8.01 / 10 / f[3] / FRAME_pause[3]
CTS: 8.26 / 10 / f[3] / FRAME_pause[3]
==> state kept, by name, indices dropped and copies added, names as in the netlist <==
signal  cells
f          32
STATE       3
H_SYNC      1
x          11
V_SYNC      1
y          11
DATA       10
EN_O        1
wp          3
hp          7
==> cells by family after synthesis <==
logic type	Yosys count	share of synthesized area, %
AND-OR/OR-AND	71	8.060
XOR/XNOR	122	19.49
adder cells (fa/ha/maj)	11	2.273
buffers and inverters	47	3.947
flip-flops	80	39.68
multiplexers	1	0.1860
AND/OR/NAND/NOR	273	26.37
==> area by class of cell <==
| cell class | count | area share [%] |
|---|---|---|
| clock buffers | 10 | 3.185 |
| clock inverters | 5 | 1.131 |
| inverters | 17 | 0.8877 |
| multi-input cells | 478 | 47.50 |
| flip-flops and latches | 80 | 33.42 |
| well taps | 143 | 2.489 |
| repair buffers | 83 | 11.38 |
No activity file was given, so power comes from the tool's default toggle rates.
